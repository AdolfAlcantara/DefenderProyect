[flow/config.mk]
export PLATFORM = sky130hd
export DESIGN_NAME = MemReadDataDecoder
export DESIGN_NICKNAME = MemReadDataDecoder
export VERILOG_FILES = /design/flow/design.v
export SDC_FILE = /design/flow/constraint.sdc
export NUM_CORES = 4
export LEC_CHECK = 1
export CORE_AREA = 10 10 92 92
export DIE_AREA = 0 0 102 102
[flow/run.sh]
#!/bin/bash
# OpenROAD 26Q1-2900-gdf79404cd8, Yosys 0.63+post, stock flow scripts
make -C /OpenROAD-flow-scripts/flow DESIGN_CONFIG=/design/flow/config.mk WORK_HOME=/design/flow/orfs finish
[flow/design.v]
module MemReadDataDecoder(
    input [31:0] inData,
    input [1:0] offset,
    input bitExt,
    input [1:0] dataSize,
    output [31:0] outData
);
always @(*) begin
    case(dataSize)
        2'd0: outData = inData;
        2'd1:begin
            if(offset == 2'd0)
                outData = bitExt ? {16'd0,inData[31:16]} :  {{16{inData[31]}},inData[31:16]};
            else
                outData = bitExt ? {16'd0,inData[15:0]} : {{16{inData[15]}},inData[15:0]}; 
        end
        2'd2:begin
            case(offset)
                2'd0:begin
                    outData = bitExt ? {24'd0,inData[31:24]} : {{24{inData[31]}},inData[31:24]};
                end
                2'd1: begin
                    outData = bitExt ? {24'd0,inData[23:16]} : {{24{inData[23]}},inData[23:16]};
                end
                2'd2:begin
                    outData = bitExt ? {24'd0,inData[15:8]} : {{24{inData[15]}},inData[15:8]};
                end
                2'd3:begin
                    outData = bitExt ? {24'd0,inData[7:0]} : {{24{inData[7]}},inData[7:0]};
                end
                default: begin
                    outData = 32'dx;
                end
            endcase
        end
        default: begin
            outData = 32'dx;
        end
    endcase
end
endmodule
[flow/constraint.sdc]
current_design MemReadDataDecoder

set clk_period 3.9
set clk_io_pct 0.2

create_clock -name clk0 -period $clk_period

set non_clock_inputs [all_inputs -no_clocks]
set_input_delay [expr $clk_period * $clk_io_pct] -clock clk0 $non_clock_inputs
set_output_delay [expr $clk_period * $clk_io_pct] -clock clk0 [all_outputs]
==> flow_summary_export.csv <==
group,metric,value,unit
timing,max_freq,268.5,MHz
floorplan,die_y,102,microns
min_path,hp-class,"in -> out",
placed_design,dp_hpwl,3751,microns
yosys,common_cells,"23 x nand3_1, 21 x nand2_1, 10 x inv_1, 9 x buf_2, 9 x clkbuf_1",
setup_path,endpoint_kind,"output pin",
timing,finalCriticalPeriod,3.725,ns
yosys,ys_sh_simple,48.10,%
drt,drc,0,
power,peakVddDrop,0.00003722,V
setup_path,cp-startpoint,"dataSize[0]",
yosys,synthTopLogicFamily,"simple AND/OR/NAND/NOR gates",
grt,grt_pass1_wl,7362,microns
drt,via_per_inst,4.604,
setup_path,crit_type,"in -> out",
outcome,status,"completed",
setup_path,crit_chain,"clkdlybuf4s50_1, inv_1, ha_1, nor2_1, nand3_2, buf_4, nand3_1, clkdlybuf4s50_1",
yosys,top_cells_by_area,"nand3_1 12%, mux2_2 8.2%, nand2_1 8.2%",
yosys,yosysUniqueCellTypes,32,
placed_design,dp.cells,283,
cells_and_area,fin_util,27.10,%
power,p_int,140.8,uW
grt,grt_util_met1,11.52,%
timing,rsz0062_at_grt,"no",
timing,hold_viol,0,
grt,grt_util_met3,2.522,%
grt,antenna_found_initial,0,
yosys,yosys_area,957.2,sq um
yosys,synth-xor-area-share,0,%
cells_and_area,syn2layout_area_growth,82.88,%
run,cap_violations,0,
setup_path,critPathBufInv,4,
cells_and_area,nFillCells,714,
floorplan,fp-utilization,14.82,%
yosys,top_cell,"nand3_1",
power,switching_share,37.46,%
timing,setup_violations,0,
setup_path,critPathMaxFanout,8,
drt,wire_per_inst,16.73,microns
yosys,fa_ha_area_share,2.614,%
yosys,syn_inst,148,
setup_path,crit_top_cell,"clkdlybuf4s50_1",
yosys,yosys_warnings,10,
timing,relSlewSlack,70.00,%
power,p_switching,84.31,uW
floorplan,coreArea,0.006459,sq mm
placed_design,io_buffers,69,
cells_and_area,flops,0,
drt,n_antenna_cell,0,
floorplan,num_rows,29,
setup_path,path_depth,8,
setup_path,worstPathArrival,2.95,ns
grt,grt_start_max_net_pins,44,
grt,grt_overflow_total,0,
yosys,syn_area_per_cell,6.467,sq um
yosys,synth_area,957.2,sq um
setup_path,cpLargestDelayFamily,"buffers and inverters",
cells_and_area,regArea,0,sq um
drt,totalWireLength,4734,microns
setup_path,slowest_stage,"clkdlybuf4s50_1",
grt,use_met2,14.72,%
power,p_per_area,128.6,mW/mm^2
power,fin_total_pwr,225.1,uW
yosys,synth.area.mux_share,10.59,%
setup_path,max_stage_delay,0.49,ns
timing,timing.final.crit_share,95.51,%
drt,drt.antenna.violating_nets,0,
setup_path,crit_path_start_kind,"input pin",
setup_path,worstSetupEndpoint,"outData[29]",
drt,drt_iter0_markers,56,
cells_and_area,final_cells,283,
floorplan,die_area,0.01040,sq mm
timing,slew_violations,0,
power,p_seq_share,0,%
cells_and_area,layout-drive-gt1-share,9.709,%
timing,tightest_slew,0.4483,ns
power,power.share.clock,0,%
floorplan,die_w,102,microns
grt,grt_pass1_vias,1298,
floorplan,ios,69,
cells_and_area,n_clock_buffer,0,
yosys,netlist.top_cell.by_area,"nand3_1",
drt,dr.pass1.iters,4,
drt,vias,1303,
grt,busiest_layer,"met2",
yosys,yosys.stat.seqShare,0,%
setup_path,required,3.12,ns
power,p_leak,0.0007358,uW
yosys,yosysTopAreaCellShare,12.03,%
grt,grt.total_usage,8.737,%
run,tool_warnings,33,
yosys,aoi_share,25.75,%
placed_design,place_congestion,0.7872,
clocking,post_cts_buffers,0,
power,combPwrFrac,100.0,%
timing,tns,0,ns
yosys,ys_cells,148,
[routing by layer]
metal,up-vias,share of wire (%)
met5,-,0
met4,0,0
met1,595,43
li1,671,-
met2,37,49
met3,0,8.1
[per-stage QoR]
stage,area (sq um),setup slack [ns],hold WS [ns]
after detailed placement,1743,0.1445,2.481
after floorplan,957.2,1.236,1.635
after global placement,1743,0.1577,2.492
final,1750,0.1749,2.480
after CTS,1743,0.1406,2.489
after global routing,1750,0.005687,2.506
[cell type report]
cell class | count | area [sq um] | area share [%]
inverter | 10 | 37.54 | 2.144
multi-input combinational | 119 | 840.8 | 48.03
tap | 77 | 96.34 | 5.504
timing repair buffer | 77 | 775.7 | 44.32
[layout by cell type (no fill, tap or decap), drive strengths merged, types with 2 or more instances in the layout]
| cell type | n |
|---|---|
| a211oi | 7 |
| o22ai | 7 |
| nor4bb | 7 |
| nor4b | 5 |
| nand3 | 24 |
| buf | 8 |
| o21a | 6 |
| nor2 | 2 |
| clkdlybuf4s50 | 69 |
| nand4b | 2 |
| nand2 | 21 |
| ha | 2 |
| and4b | 7 |
| o21ai | 9 |
| inv | 10 |
| mux2 | 7 |
[cells by family after synthesis]
family                     after synthesis
AOI/OAI and AO/OA                       35
adders and majority gates                2
buffers and inverters                   29
muxes                                    8
and+or+nand+nor                         74
[worst min-delay path by stage]
| stage | startpoint | endpoint | slack (ns) | cells past startpoint |
|---|---|---|---|---|
| final | inData[6] | outData[6] | 2.48 | 4 |
| after CTS | inData[6] | outData[6] | 2.49 | 4 |
| after global routing | inData[5] | outData[5] | 2.51 | 4 |
[repair_timing]
action,CTS,global route
resized,0,1
hold buffers,0,0
endpoints found under the setup margin,0,2
[power groups by stage]
stage	clock network (uW)	registers (uW)	logic, uW
after CTS	0	0	229
after global routing	0	0	246
final	0	0	225
Power figures rest on the tool's default switching activity, not on a simulated workload.
