`./run.sh`:
```
#!/bin/bash
# OpenROAD 26Q1-2900-gdf79404cd8, Yosys 0.63+post, stock flow scripts
make -C /OpenROAD-flow-scripts/flow DESIGN_CONFIG=/design/flow/config.mk WORK_HOME=/design/flow/orfs finish
```
`./config.mk`:
```
export PLATFORM = sky130hd
export DESIGN_NAME = RegisterFile
export DESIGN_NICKNAME = RegisterFile
export VERILOG_FILES = /design/flow/design.v
export SDC_FILE = /design/flow/constraint.sdc
export NUM_CORES = 4
export LEC_CHECK = 1
export CORE_UTILIZATION = 50
```
`./constraint.sdc`:
```
current_design RegisterFile

set clk_period 6.3
set clk_io_pct 0.2

create_clock -name clk0 -period $clk_period [get_ports {clk}]

set non_clock_inputs [all_inputs -no_clocks]
set_input_delay [expr $clk_period * $clk_io_pct] -clock clk0 $non_clock_inputs
set_output_delay [expr $clk_period * $clk_io_pct] -clock clk0 [all_outputs]
```
`./design.v`:
```
module RegisterFile(
    input [4:0] ra1,
    input [4:0] ra2,
    input [4:0] wa,
    input [31:0] wd,
    input we,
    input clk,
    input rst,
    output [31:0] rd1,
    output [31:0] rd2
    );
    reg [31:0] memory[0:31]  ;
    assign rd1 = memory[ra1];
    assign rd2 = memory[ra2];
    always @(posedge clk)
    begin
        if(~rst)
            if (we)
                memory[wa] <= wd;
    end
    initial begin
        memory[0] = 32'd0;
    end
endmodule
```
==> impl_metrics.json <==
{
  "outcome": "finished, final reports clean",
  "avgViaCountPerCell": 6.44,
  "max_freq_mhz": 180,
  "warnings": 26,
  "synthCells": 3389,
  "grt_overflow": 0,
  "insertedDiodeCount": 0,
  "largest_register_ffs": 1024,
  "grt_pass1_vias": 33000,
  "die_w_um": 314,
  "async_flop_share_pct": 0,
  "drv_slew": 0,
  "ys.flop_type": "edfxtp_1",
  "dieArea_um2": 98800,
  "cts_made_buffers": 108,
  "synth-edff-count": 1024,
  "dp_slack_ns": 0.757,
  "grt_max_degree": 85,
  "worst_pin_slew_ns": 0.939,
  "netlist_area_um2": 48800,
  "place_congestion": 0.889,
  "slowest_delay_ns": 0.71,
  "drt-total-wl_um": 155000,
  "drc_errors": 0,
  "h-tree-depth": 3,
  "row_count": 114,
  "crit_family": "buffers and inverters",
  "yosys.area.top_type": "edfxtp_1",
  "cts_resized": 0,
  "dr_total_vias": 31400,
  "fin_util_pct": 57.3,
  "cts_root_buf": "clkbuf_16",
  "setup_ws_ns": 0.734,
  "hold_path_class": "input port to flip-flop",
  "ys_top_cells_by_area": "edfxtp_1 63%, mux2i_1 21%, a22oi_1 3.0%",
  "cts_setup_buffers": 0,
  "synth_warnings": 1,
  "setup_viol": 0,
  "hpwlAfterDp_um": 87600,
  "fin_hold_ws_ns": 1.39,
  "ant_nets": 0,
  "ys_cells": 3389,
  "reg_top3": "memory: 1024 flops",
  "drive_gt1_share_pct": 9.89,
  "initCoreUtil_pct": 50.4,
  "grt.total_usage_pct": 34.6,
  "portBuffers": 113,
  "crit_path_cell_trace": "clkdlybuf4s50_1 > nor2b_4 > buf_4 > a22o_1 > nor3_1 > a31oi_1 > nand3_1 > clkdlybuf4s50_1",
  "path_clk_slew_ns": 0.06,
  "cap_violations": 0,
  "top_cells_by_count": "1024 x edfxtp_1, 1024 x mux2i_1, 196 x nand2_1",
  "regMostFlops": "memory",
  "logic_area_um2": 16800,
  "ys_chip_area_um2": 48800,
  "antenna_found_initial": 2,
  "dr.pass1.iters": 5,
  "path_class": "input port to output port",
  "die_h_um": 314,
  "relSlewSlack_pct": 37.4,
  "cp.required_ns": 5.04,
  "arrival_ns": 4.31,
  "cp-start-kind": "input port",
  "rsz0062_at_grt": "no",
  "cts_hold_buffers": 0,
  "power_density_nw_per_um2": 275,
  "cpMaxStageDelayCell": "nor2b_4",
  "drt_iter0_drc": 2148,
  "yosysUniqueCellTypes": 24,
  "cpMostUsedCell": "clkdlybuf4s50_1",
  "seq_area_frac_synth_pct": 63.0,
  "ys.flops": 1024,
  "fin_crit_ns": 5.57,
  "grt_pass1_wl_um": 222000,
  "cts_tree": "built",
  "endpoint_kind": "output port",
  "syn_area_per_cell_um2": 14.4,
  "p_leak_nw": 20.4,
  "core_region_area_um2": 96700,
  "n_fill_cell": 7235,
  "cts_sinks": 1024,
  "irDropWorstVdd_mv": 0.226,
  "wl_per_cell_um": 31.8,
  "critPathBufInv": 3,
  "top_area_share_pct": 63.0,
  "finalClockPeriodUsage_pct": 88.3,
  "finalHoldViolCount": 0,
  "cts_buffer_depth": 3,
  "fin_tns_setup_ns": 0,
  "syn2layout_area_growth_pct": 13.7,
  "ios": 114,
  "flop_area_um2": 30700,
  "crit_fanout": 18
}
[layout make-up]
class / count / share of cell area [%]
clock inverter: 60 / 1.11
clock buffer: 134 / 5.17
sequential: 1024 / 55.5
tap: 1276 / 2.88
timing repair buffer: 270 / 5.11
multi-input combinational: 2111 / 30.3
[cells by family (layout without fill, tap and decap cells)]
group,after synthesis,count (layout),synth area share (%)
buffers and inverters,254,464,3.16
AND-OR/OR-AND,576,576,8.05
multiplexers,1024,1024,21.0
AND/OR/NAND/NOR,511,511,4.73
flip-flops,1024,1024,63.0
[worst paths after layout]
kind | end | start | slack, ns | cells after the start
max | rd1[3] | ra1[2] | 0.73 | 8
min | memory[17][4]$_DFFE_PP_ | wd[4] | 1.39 | 2
[through the flow]
| step | cells | power, mW | instance area [µm²] |
|---|---|---|---|
| after floorplan | 3389 | 8.46 | 48800 |
| after global placement | 4681 | 9.08 | 52000 |
| after CTS | 4875 | 15.3 | 55400 |
| after global routing | 4875 | 15.7 | 55400 |
| final | 4875 | 15.3 | 55400 |
| after detailed placement | 4681 | 9.08 | 52000 |
[cells in the final DEF, fill, tap and decap left out, types with 16 or more instances in the layout]
master	synthesis	routed
mux2i_1	1024	1024
edfxtp_1	1024	1024
nand2_1	196	194
nand3_1	193	193
a22oi_1	192	192
a21oi_1	192	192
a22o_1	128	128
buf_4	55	116
clkbuf_16	0	111
clkdlybuf4s50_1	0	111
nor3_1	64	64
a31oi_1	64	64
buf_12	0	41
nor2_4	0	34
clkinv_1	0	25
clkbuf_1	83	23
clkinv_2	0	16
[routing by layer]
layer / wire length [µm] / track usage (%) / up-vias
met3: 27500 / 26.4 / 343
met4: 5590 / 9.46 / 10
met1: 53000 / 43.9 / 15300
met2: 68400 / 48.0 / 2064
met5: 288 / 2.61 / -
li1: - / - / 13700
[power by group]
group / internal, mW / switching (mW) / leakage [nW]
sequential: 7.54 / 0.0192 / 9.21
clock: 3.72 / 2.58 / 1.70
combinational: 0.543 / 0.856 / 9.52
total: 11.8 / 3.45 / 20.4
Power and IR drop assume default switching activity.
