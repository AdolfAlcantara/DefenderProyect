==> flow/design.v <==
module ALU(
    input [31:0] a,
    input [31:0] b,
    input [3:0] func,
    output reg [31:0] res,
    output reg isZero
    );
always @ (*) begin
  res = 32'dx;
  case (func)
    4'd0: res = a + b;
    4'd1: res = a - b;
    4'd2: res = a & b;
    4'd3: res = a | b;
    4'd4: res = {31'd0,($signed(a) < $signed(b))};
    4'd5: res = b << 16;
    4'd6: res = a ^ b;
    4'd7: res = {31'd0,($unsigned(a) < $unsigned(b))};
    4'd8: res = a << b;
    4'd9: res = a >> b;
    4'd10: res = $signed(a) >>> b;
    default: res = 32'dx;
  endcase
  isZero = (res == 32'd0);
end
endmodule
==> flow/run.sh <==
#!/bin/bash
# OpenROAD 26Q1-2900-gdf79404cd8, Yosys 0.63+post, stock flow scripts
make -C /OpenROAD-flow-scripts/flow DESIGN_CONFIG=/design/flow/config.mk WORK_HOME=/design/flow/orfs finish
==> flow/config.mk <==
export PLATFORM = sky130hd
export DESIGN_NAME = ALU
export DESIGN_NICKNAME = ALU
export VERILOG_FILES = /design/flow/design.v
export SDC_FILE = /design/flow/constraint.sdc
export NUM_CORES = 4
export LEC_CHECK = 1
export CORE_UTILIZATION = 50
==> flow/constraint.sdc <==
current_design ALU

set clk_period 22.7
set clk_io_pct 0.2

create_clock -name clk0 -period $clk_period

set non_clock_inputs [all_inputs -no_clocks]
set_input_delay [expr $clk_period * $clk_io_pct] -clock clk0 $non_clock_inputs
set_output_delay [expr $clk_period * $clk_io_pct] -clock clk0 [all_outputs]
==> impl_metrics.tcl <==
# flow metrics
set metrics [dict create \
    warnings 97 \
    initial_utilization_pct 51.2 \
    dr.pass1.iters 6 \
    worst_path_arrival_ps 10380 \
    antenna_violating_nets_post_route 0 \
    slowest_stage "clkdlybuf4s50_1" \
    finalInstanceArea_um2 11900 \
    hold_depth 5 \
    post_synth_main_area_contributors "ha_1, mux4_2, mux2i_1" \
    layout.area.seq_um2 0 \
    timing.critical_path.slowest_cell_delay_ps 930 \
    floorplan.die_area_um2 22300 \
    cts_resized 0 \
    run_status "complete, no violations" \
    worstMarginPinSlew_ps 1180 \
    worstSetupStartpoint "b[5]" \
    finalWorstPathRequiredPeriod_ps 14920 \
    drt-wirelength-per-cell_um 31.6 \
    placed_area_um2 11900 \
    n_antenna_cell 0 \
    number_of_antenna_violations_at_the_first_check_in_global_routing 2 \
    vias_per_cell 7.72 \
    gr-total-overflow 0 \
    drcViolationCount 0 \
    hpwl_um 44300 \
    rsz0062_at_grt "false" \
    io_pins 101 \
    post-synth-top-area-cell "ha_1" \
    critical_path_depth 15 \
    grt_max_degree 68 \
    grt_pass1_vias 12900 \
    buffer_ports.inserted 101 \
    leakagePower_nw 4.72 \
    synth-area-yosys_um2 10800 \
    setup_viol 0 \
    worstPathMaxFanout 13 \
    post-place-cells 1819 \
    power-per-cell-area_nw_per_um2 26.6 \
    critPathTopFamily "buffers and inverters" \
    syn-mean-instance-area_um2 7.08 \
    grt_usage_pct 52.6 \
    grt_pass1_wl_um 84300 \
    maxClockFrequency_mhz 67.0 \
    timing.critical_path.cells "clkdlybuf4s50_1 > clkinv_1 > ha_1 > nor2_1 > o311ai_1 > a211oi_1 > nor3_1 > or4b_1 > and2_1 > a221oi_1 > o21ai_0 > nor4_1 > nand4_1 > nor3_2 > clkdlybuf4s50_1" \
    floorplan.rows 53 \
    syn_area_um2 10800 \
    die_w_um 149 \
    synth_warnings 1 \
    slew-limit-headroom_pct 21.1 \
    post-layout-total-power_mw 0.318 \
    place_ws_ps 8120 \
    chip_height_um 149 \
    timing.critical_path.from_type "primary input" \
    drive_gt1_share_pct 10.9 \
    yosysUniqueCellTypes 103 \
    finalClockPeriodUsage_pct 65.7 \
    max-cap-violations 0 \
    utilization_pct 56.4 \
    timing.final.hold_violations 0 \
    sequential_cell_total 0 \
    critical_path.endpoint_type "output pin" \
    number_of_buffers_inserted_for_hold_repair_after_clock_tree_synthesis 0 \
    fp.coreArea_um2 21200 \
    post-cts-setup-buffers 0 \
    post_synth_inst_count 1529 \
    stdcell_count 1819 \
    setup_slack_ps 7780 \
    path_class "primary input to output pin" \
    cp_data_required_time_ps 18160 \
    hp-start "b[3]" \
    layout-area-overhead-vs-synth_pct 10.2 \
    tns_setup_ps 0 \
    gp_congestion 1.19 \
    clock_buffer_count 0 \
    detail_route.iter0.violations 1872 \
    path_buffers 3 \
    seq_area_frac_synth_pct 0 \
    hold_path.class "primary input to output pin" \
    yosysTopAreaCellShare_pct 11.1 \
    ir_worst_vdd_v 0.0000132 \
    timing.critical_path.mode_cell "clkdlybuf4s50_1" \
    vias 14000 \
    final_slew_violations 0 \
    routed_wl_um 57400 \
    holdWs_ps 10380 \
    yosys-stat-cells 1529 \
]
layout make-up:
class	instances	area [µm²]
Multi-Input combinational cell	1299	9890
Tap cell	275	344
Timing Repair Buffer	145	1320
Inverter	100	377
Fill cell	2003	9220
synth_stat cells (8+ instances only):
master,count
clkbuf_1,74
a21oi_1,104
a211o_1,8
and3_1,15
buf_2,28
a311oi_1,10
mux2_2,24
and2_1,20
nand2_1,126
nor2b_1,13
a32oi_1,8
nor4_1,10
o21a_1,8
ha_1,96
nor3_1,50
nand2b_1,16
o2111ai_1,9
o211ai_1,46
buf_1,19
mux2i_1,64
o22ai_1,13
mux4_2,48
nor2_1,135
o221ai_1,8
a31oi_1,29
a21o_1,22
inv_1,96
o31ai_1,12
xnor2_1,9
or3_1,15
a211oi_1,24
a22oi_1,11
a221oi_1,25
nand3_1,39
o21ai_0,78
nand4_1,15
o21bai_1,15
nor4_2,8
layer usage:
metal	GRT usage, %	vias up	part of all wire [%]
li1	-	5951	-
met1	69.1	6469	37
met2	74.2	1291	40
met3	19.3	334	15
met4	29.4	2	7.7
met5	1.36	-	0.040
worst paths after layout:
path,end
worst max-delay path,isZero
worst min-delay path,res[13]
report_power, final:
group | leakage [nW] | total, mW | switching, mW | internal, mW
registers | 0 | 0 | 0 | 0
logic | 4.72 | 0.318 | 0.196 | 0.122
clock network | 0 | 0 | 0 | 0
cells by family (layout without fill, tap and decap cells):
group	after synthesis	after routing	share of synthesized area, %
AOI/OAI and AO/OA	536	536	34.8
xor gates and xnor gates	10	10	0.809
adders and majority gates	98	98	11.5
buffers and inverters	230	245	8.98
muxes	144	144	19.9
and+or+nand+nor	511	511	24.0
placed cells by master, fill, tap and decap left out, types with 25 or more instances in the layout:
cell | netlist | final
o21ai_0 | 78 | 78
inv_1 | 96 | 96
mux2i_1 | 64 | 64
a31oi_1 | 29 | 29
ha_1 | 96 | 96
nand3_1 | 39 | 39
a21oi_1 | 104 | 103
nor2_1 | 135 | 135
mux4_2 | 48 | 48
clkdlybuf4s50_1 | 0 | 97
a221oi_1 | 25 | 25
o211ai_1 | 46 | 46
nand2_1 | 126 | 126
buf_4 | 1 | 45
nor3_1 | 50 | 50
Power figures rest on the tool's default switching activity, not on a simulated workload.
